[config.mk]
export PLATFORM = sky130hd
export DESIGN_NAME = bridge_1x2
export DESIGN_NICKNAME = bridge_1x2
export VERILOG_FILES = /design/flow/design.v
export SDC_FILE = /design/flow/constraint.sdc
export NUM_CORES = 4
export LEC_CHECK = 1
export CORE_AREA = 10 10 126 126
export DIE_AREA = 0 0 136 136
[constraint.sdc]
current_design bridge_1x2

set clk_period 1.0
set clk_io_pct 0.2

create_clock -name clk0 -period $clk_period

set non_clock_inputs [all_inputs -no_clocks]
set_input_delay [expr $clk_period * $clk_io_pct] -clock clk0 $non_clock_inputs
set_output_delay [expr $clk_period * $clk_io_pct] -clock clk0 [all_outputs]
[design.v]
`timescale 1ns / 1ps
module bridge_1x2 (
    input no_dcache,
    input         cpu_data_req     ,
    input         cpu_data_wr      ,
    input  [1 :0] cpu_data_size    ,
    input  [31:0] cpu_data_addr    ,
    input  [31:0] cpu_data_wdata   ,
    output [31:0] cpu_data_rdata   ,
    output        cpu_data_addr_ok ,
    output        cpu_data_data_ok ,
    output         ram_data_req     ,
    output         ram_data_wr      ,
    output  [1 :0] ram_data_size    ,
    output  [31:0] ram_data_addr    ,
    output  [31:0] ram_data_wdata   ,
    input   [31:0] ram_data_rdata   ,
    input          ram_data_addr_ok ,
    input          ram_data_data_ok ,
    output         conf_data_req     ,
    output         conf_data_wr      ,
    output  [1 :0] conf_data_size    ,
    output  [31:0] conf_data_addr    ,
    output  [31:0] conf_data_wdata   ,
    input   [31:0] conf_data_rdata   ,
    input          conf_data_addr_ok ,
    input          conf_data_data_ok 
);
    assign cpu_data_rdata   = no_dcache ? conf_data_rdata   : ram_data_rdata  ;
    assign cpu_data_addr_ok = no_dcache ? conf_data_addr_ok : ram_data_addr_ok;
    assign cpu_data_data_ok = no_dcache ? conf_data_data_ok : ram_data_data_ok;
    assign ram_data_req   = no_dcache ? 0 : cpu_data_req  ;
    assign ram_data_wr    = no_dcache ? 0 : cpu_data_wr   ;
    assign ram_data_size  = no_dcache ? 0 : cpu_data_size ;
    assign ram_data_addr  = no_dcache ? 0 : cpu_data_addr ;
    assign ram_data_wdata = no_dcache ? 0 : cpu_data_wdata;
    assign conf_data_req   = no_dcache ? cpu_data_req   : 0;
    assign conf_data_wr    = no_dcache ? cpu_data_wr    : 0;
    assign conf_data_size  = no_dcache ? cpu_data_size  : 0;
    assign conf_data_addr  = no_dcache ? cpu_data_addr  : 0;
    assign conf_data_wdata = no_dcache ? cpu_data_wdata : 0;
endmodule
[run.sh]
#!/bin/bash
# OpenROAD 26Q1-2900-gdf79404cd8, Yosys 0.63+post, stock flow scripts
make -C /OpenROAD-flow-scripts/flow DESIGN_CONFIG=/design/flow/config.mk WORK_HOME=/design/flow/orfs finish
==> impl_metrics.ini <==
; yosys + openroad results
[synth]
yosys_cells = 189
synthTopCellsByArea = mux2_4 34%, and2_1 29%, nor2b_1 29%
top_area_frac = 0.343
largest_area_cell = mux2_4
yosysSeqAreaShare = 0
ys_warn_count = 0
synth.distinct_cells = 6
syn_inst = 189
synth_area_per_cell_um2 = 7.88
synth_area_um2 = 1490
yosys.stat.chipArea_um2 = 1490

[worst_setup_path]
cp_data_arrival_time_ps = 1010
cp_max_fo = 7
cp_top_family = buffers and inverters
cp-end-kind = primary output
worst_ep_required_time_ps = 800
worstSetupPathType = in2out
cp-start-kind = input port
worstPathCellList = buf_16, buf_12, buf_12, mux2_4, buf_2
slowest_stage = mux2_4
crit_path_frequent_cell = buf_12
cp.buffers_inverters = 4
cp_slowest_stage_delay_ps = 280

[routing]
n_antenna_cell = 0
wl_um = 13600
drt-initial-drc-count = 59
avgRoutedWirePerCell_um = 19.1
drc = 0
vias_per_cell = 3.77
first_pass_iters = 4
drtAntennaViolNets = 0
num_vias = 2683

[global_routing]
grt_pass1_wl_um = 18900
antenna_found_initial = 0
grt_max_degree = 14
overflow = 0
grt_pass1_vias = 2870
grt_use_total = 0.133

[timing]
period_minus_slack_ps = 1210
rsz0062_at_grt = yes
period_used_share = 1.21
holdWs_ps = 694
slew_viol_final = 0
relSlewSlack = 0.914
max_freq_mhz = 827
fin_tns_setup_ps = -12300
worst_pin_slew_ps = 129
layout_setup_ws_ps = -210
finalSetupViolations = 139
hold_viol = 0

[worst_hold_path]
hp-class = in2out
hold_depth = 3
min-delay-start = ram_data_rdata[29]
holdPathEnd = cpu_data_rdata[29]

[floorplan]
rows = 42
chipWidth_um = 136
io_pins = 307
initCoreUtil = 0.113
dieArea_um2 = 18500
die_h_um = 136
core_um2 = 13200

[layout]
layout.area.seq_um2 = 0
fin_util = 0.413
layout-drive-gt1-share = 0.649
syn_to_final_growth_pct = 266
nClkBuffers = 0
flops = 0

[job]
cap_violations = 0
warnings = 34

[place]
gp_congestion = 0.860
port_buffers = 307
place_ws_ps = -599
dp_hpwl_um = 10200

[power]
powerDensity_nw_per_um2 = 392
vdd_drop_max_mv = 0.172
leakage_nw = 2.98
fin_total_pwr_mw = 2.14

[run_status]
violations = setup timing
outcome = finished, violations left
-- layout make-up --
cell class | count | area [µm²]
fill | 1307 | 7740
multi-input combinational | 170 | 1710
timing repair buffer | 366 | 3520
tap | 176 | 220
-- where the power goes --
part           total, mW  internal, mW  leakage (nW)  switching (mW)
clock network          0             0             0               0
registers              0             0             0               0
logic               2.14          1.53          2.98           0.609
-- metal layers --
metal  GRT usage  part of all wire
met5           0                 0
met4           0                 0
met3      0.0667              0.13
met2       0.238              0.52
met1       0.145              0.36
-- metrics by stage --
step           cells  area (µm²)
4_1_cts          710        5120
5_1_grt          712        5450
3_5_place_dp     662        4740
6_report         712        5450
2_1_floorplan    189        1490
3_3_place_gp     662        4740
-- cells in the final DEF (no fill, tap or decap), types with 7 or more instances in the layout --
cell type and count:
buf_8 7, and2_1 14, mux2_4 34, and2_4 54, buf_6 85, nor2b_4 29, buf_16 13, nor2b_1 39
clkdlybuf4s50_1 10, buf_12 13, dlygate4sd2_1 115, buf_2 101
-- cell usage after synthesis --
cell type and count:
and2_1 68, nor2b_1 68, mux2_4 34, buf_2 10, buf_6 6, clkbuf_1 3
-- worst max-delay path by stage --
stage,from,end,slack (ps),cells after the start
4_1_cts,no_dcache,cpu_data_rdata[15],-240,5
5_1_grt,no_dcache,cpu_data_rdata[15],-230,5
6_report,no_dcache,cpu_data_rdata[15],-210,5
-- cells by family (layout without fill, tap and decap cells) --
logic type    after synthesis  after routing  share of synthesized area
mux                        34             34                      0.343
buf+inv                    19            366                     0.0865
simple gates              136            136                      0.571
-- repair_timing --
action / 4_1_cts / 5_1_grt
gates cloned: 15 / 2
endpoints found under the setup margin: 170 / 157
hold buffers: 0 / 0
resized: 814 / 91
pin swaps: 17 / 11
buffers inserted: 33 / 7
Power is estimated from default activity; no workload was simulated.
