==> /design/flow/design.v <==
`timescale 1ns / 1ps
module bridge_2x1 (
    input no_dcache,
    input         ram_data_req     ,
    input         ram_data_wr      ,
    input  [1 :0] ram_data_size    ,
    input  [31:0] ram_data_addr    ,
    input  [31:0] ram_data_wdata   ,
    output [31:0] ram_data_rdata   ,
    output        ram_data_addr_ok ,
    output        ram_data_data_ok ,
    input         conf_data_req     ,
    input         conf_data_wr      ,
    input  [1 :0] conf_data_size    ,
    input  [31:0] conf_data_addr    ,
    input  [31:0] conf_data_wdata   ,
    output [31:0] conf_data_rdata   ,
    output        conf_data_addr_ok ,
    output        conf_data_data_ok ,
    output        wrap_data_req     ,
    output        wrap_data_wr      ,
    output [1 :0] wrap_data_size    ,
    output [31:0] wrap_data_addr    ,
    output [31:0] wrap_data_wdata   ,
    input  [31:0] wrap_data_rdata   ,
    input         wrap_data_addr_ok ,
    input         wrap_data_data_ok
);
    assign ram_data_rdata   = no_dcache ? 0 : wrap_data_rdata  ;
    assign ram_data_addr_ok = no_dcache ? 0 : wrap_data_addr_ok;
    assign ram_data_data_ok = no_dcache ? 0 : wrap_data_data_ok;
    assign conf_data_rdata   = no_dcache ? wrap_data_rdata   : 0;
    assign conf_data_addr_ok = no_dcache ? wrap_data_addr_ok : 0;
    assign conf_data_data_ok = no_dcache ? wrap_data_data_ok : 0;
    assign wrap_data_req   = no_dcache ? conf_data_req   : ram_data_req  ;
    assign wrap_data_wr    = no_dcache ? conf_data_wr    : ram_data_wr   ;
    assign wrap_data_size  = no_dcache ? conf_data_size  : ram_data_size ;
    assign wrap_data_addr  = no_dcache ? conf_data_addr  : ram_data_addr ;
    assign wrap_data_wdata = no_dcache ? conf_data_wdata : ram_data_wdata;
endmodule
==> /design/flow/run.sh <==
#!/bin/bash
# OpenROAD 26Q1-2900-gdf79404cd8, Yosys 0.63+post, stock flow scripts
make -C /OpenROAD-flow-scripts/flow DESIGN_CONFIG=/design/flow/config.mk WORK_HOME=/design/flow/orfs finish
==> /design/flow/config.mk <==
export PLATFORM = sky130hd
export DESIGN_NAME = bridge_2x1
export DESIGN_NICKNAME = bridge_2x1
export VERILOG_FILES = /design/flow/design.v
export SDC_FILE = /design/flow/constraint.sdc
export NUM_CORES = 4
export LEC_CHECK = 1
export CORE_AREA = 10 10 126 126
export DIE_AREA = 0 0 136 136
==> /design/flow/constraint.sdc <==
current_design bridge_2x1

set clk_period 1.0
set clk_io_pct 0.2

create_clock -name clk0 -period $clk_period

set non_clock_inputs [all_inputs -no_clocks]
set_input_delay [expr $clk_period * $clk_io_pct] -clock clk0 $non_clock_inputs
set_output_delay [expr $clk_period * $clk_io_pct] -clock clk0 [all_outputs]
==> changes_impl.md <==
## Implementation

* Total congestion overflow at 0
* Fillers at 1,260
* # port buffers at 307
* DRT iter0 DRCs at 31
* Comb area at 0.00155 mm²
* Clock buffer cells at 0
* Kind of critical path: in -> out
* Syn Area/Cell at 9.50 µm²
* Largest net degree at the start of global routing at 13
* Layout area overhead at 273%
* Post-synth design cell area at 0.00144 mm²
* Crit start category: primary input
* Routed WL per cell at 17.4 µm
* Power Dens Cells at 403 mW/mm²
* Hold buffer count at cts at 0
* Max Cap Viol at 0
* Row cnt at 42
* Critical Path Sink Type: output pin
* Slew Viols, Final at 0
* Register cell area after layout at 0 µm²
* Tool warnings at 34
* Vias at 2,523
* Placement Setup Slack at -630 ps
* Final setup vio count at 133
* Post-Synthesis Cells at 151
* Yosys cell count at 151
* Final setup margin at -407 ps
* Slew Limit Headroom at 85.8%
* Seq share, synth at 0%
* Maximum VDD drop at 0.155 mV
* Violations in the final reports: negative setup slack
* # DRC at 0
* Placed instance count at 637
* Detailed-route wire length at 11.9 mm
* Status: finished with violations
* Worst Path Max Fanout at 7
* Fmax at 711 MHz
* Vias per std cell at 3.70
* Post-synth area from yosys stat at 0.00144 mm²
* Crit path DAT at 1210 ps
* First-pass GRT wire length at 16.4 mm
* Flops at 0
* Proportion of layout cells with a drive suffix above 1 at 58.2%
* Aggregate global-route resource usage at 11.4%
* Ant. Diodes at 0
* Core area at 0.0132 mm²
* FP Core Util at 10.9%
* Routability congestion estimate at 0.909
* P_leak at 2.67 nW
* Final cell count without fillers at 681
* RSZ-0062 raised after global routing: true
* Final Hold Violation Tally at 0
* Fin crit share at 141%
* Drt first pass iters at 3
* Critical path required time at 800 ps
* Hold path cells at 3
* Initial antenna violation count at 0
* Number of global-route vias before repair at 2,698
* Detailed placement HPWL at 9.64 mm
* Final ANT Viol Nets at 0
* Synth Warn # at 0
* Period minus WS final at 1410 ps
* Die width at 136 µm
* Measured slew at the worst slew-check pin at 213 ps
* Total die size at 0.0185 mm²
* Cell Type Count at 9
* Worst min path class: in -> out
* Die height at 136 µm
* I/O pin count at 307
## final cells by class
cell class / instances / share of cell area (%)
multi-input cells: 136 / 28.9
well taps: 176 / 4.12
repair buffers: 369 / 67.0
## kinds of logic (layout without fill, tap and decap cells)
| family | count (synthesis) | after routing | share of synthesized area, % |
|---|---|---|---|
| buffers and inverters | 15 | 369 | 9.15 |
| multiplexers | 68 | 68 | 61.2 |
| AND/OR/NAND/NOR | 68 | 68 | 29.6 |
## routing by layer
layer	GRT usage, %	wire length [µm]
met1	12.8	4340
met2	20.8	6190
met3	4.27	1240
met4	0.710	76
met5	0	0
## worst max-delay path: stages
cell    delay, ps
buf_12        120
buf_12        130
buf_12        130
buf_6         120
buf_6         100
mux2_4        290
buf_6         110
## worst paths after layout
path / startpoint / end / slack (ps)
max: no_dcache / wrap_data_wdata[24] / -410
min: ram_data_wdata[9] / wrap_data_wdata[9] / 710
## per-stage QoR
| stage | power [mW] | setup TNS (ps) | utilization (%) | hold WS (ps) | area [µm²] |
|---|---|---|---|---|---|
| 6_report | 2.16 | -31520 | 40.6 | 710 | 5350 |
| 5_1_grt | 2.31 | -35720 | 40.6 | 735 | 5350 |
| 4_1_cts | 1.96 | -31720 | 37.3 | 813 | 4920 |
| 3_5_place_dp | 1.93 | -74400 | 36.3 | 1270 | 4790 |
| 3_3_place_gp | 1.93 | -73110 | 36.3 | 1250 | 4790 |
| 2_1_floorplan | 0.424 | 0 | - | 463 | 1440 |
## power breakdown
part           total, mW  switching, mW  leakage [nW]  internal (mW)
combinational       2.16          0.522          2.67           1.64
sequential             0              0             0              0
clock                  0              0             0              0
total               2.16          0.522          2.67           1.64
## what timing repair did
action                     4_1_cts  5_1_grt
setup endpoints to repair      136      136
resized                        479      145
setup buffers                   24       19
cloned                           6        2
pin swaps                        8        4
## synth_stat cells
cell type  instances  area [µm²]
buf_2              3        15.0
clkbuf_1           2        7.51
mux2_2            25         282
mux2_1            13         146
buf_4              1        7.51
and2_1            34         213
buf_6              9         101
mux2_4            30         450
nor2b_1           34         213
## placed cells by master (no fill, tap or decap), types with 2 or more instances in the layout
cell type	Yosys	routed
buf_8	0	13
mux2_2	25	13
clkdlybuf4s50_1	0	127
mux2_1	13	3
and2_4	0	33
buf_16	0	4
dlymetal6s2s_1	0	4
mux2_4	30	52
clkbuf_2	0	20
nor2b_1	34	23
dlygate4sd2_1	0	53
buf_6	9	75
buf_2	3	54
nor2b_4	0	10
buf_4	1	9
buf_12	0	8
clkbuf_16	0	2
Power is estimated from default activity; no workload was simulated.
